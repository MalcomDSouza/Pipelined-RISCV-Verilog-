==> /design/flow/design.v <==
module instruction(
input reset,
input [31:0]address,
output [31:0]instruction);
reg [7:0]insts[0:39];
integer i;
assign instruction = (address >= 128)? 0 : {insts[address],
                                            insts[address+1],
                                            insts[address+2], 
                                            insts[address+3]};
  always @(posedge reset)begin
        insts[0]  <= 8'b00000000;
        insts[1]  <= 8'b00000000;
        insts[2]  <= 8'b00000000;
        insts[3]  <= 8'b00000000;
        insts[4]  <= 8'b00000000;   
        insts[5]  <= 8'b01010000;
        insts[6]  <= 8'b00000000;
        insts[7]  <= 8'b10010011;
        insts[8]  <= 8'b00000000;   
        insts[9]  <= 8'b00100000;
        insts[10] <= 8'b00000001;
        insts[11] <= 8'b00010011;
        insts[12] <= 8'b00000000;   
        insts[13] <= 8'b00100000;
        insts[14] <= 8'b10000010;
        insts[15] <= 8'b10110011;
        insts[16] <= 8'b01000000;   
        insts[17] <= 8'b00110010;
        insts[18] <= 8'b10000011;
        insts[19] <= 8'b00110011;
        insts[20] <= 8'b00000000;   
        insts[21] <= 8'b01110000;
        insts[22] <= 8'b10000001;
        insts[23] <= 8'b10010011;
        insts[24] <= 8'b00000000;   
        insts[25] <= 8'b00100011;
        insts[26] <= 8'b01000010;
        insts[27] <= 8'b00110011;
        insts[28] <= 8'b00000000;   
        insts[29] <= 8'b10010010;
        insts[30] <= 8'b00000010;
        insts[31] <= 8'b00010011;
        insts[32] <= 8'b00000000;   
        insts[33] <= 8'b01100010;
        insts[34] <= 8'b01110011;
        insts[35] <= 8'b10110011;
        insts[36] <= 8'b00000000;   
        insts[37] <= 8'b00110001;
        insts[38] <= 8'b10000001;
        insts[39] <= 8'b00010011;
  end
endmodule
==> /design/flow/run.sh <==
#!/bin/bash
# OpenROAD 26Q1-2900-gdf79404cd8, Yosys 0.63+post, stock flow scripts
make -C /OpenROAD-flow-scripts/flow DESIGN_CONFIG=/design/flow/config.mk WORK_HOME=/design/flow/orfs finish
==> /design/flow/config.mk <==
export PLATFORM = sky130hd
export DESIGN_NAME = instruction
export DESIGN_NICKNAME = instruction
export VERILOG_FILES = /design/flow/design.v
export SDC_FILE = /design/flow/constraint.sdc
export NUM_CORES = 4
export LEC_CHECK = 1
export CORE_UTILIZATION = 30
==> /design/flow/constraint.sdc <==
current_design instruction

set clk_period 4.8
set clk_io_pct 0.2

create_clock -name clk0 -period $clk_period [get_ports {reset}]

set non_clock_inputs [all_inputs -no_clocks]
set_input_delay [expr $clk_period * $clk_io_pct] -clock clk0 $non_clock_inputs
set_output_delay [expr $clk_period * $clk_io_pct] -clock clk0 [all_outputs]
==> changes_impl.md <==
## Implementation

- IO Pins: 65
- Yosys stat chip area: between 2000 and 3000 µm²
- Chip height: around 100 µm
- GRT busiest layer: met2
- Worst-margin pin slew: 513.3 ps
- Final worst setup slack: roughly 180 ps
- GRT met1 Usage: approximately 37%
- Warnings, synthesis: 2
- Count of different cell masters after synthesis: 87
- Pwr dens: 95.55 nW/µm²
- Port Buf Inserts: between 50 and 60
- Top cells by area: a21oi_1 (7.5%), nor2_1 (7.0%), o21ai_0 (6.8%), buf_4 (4.7%), nand2_1 (4.3%)
- DRC: 0
- Initial antenna violation count: 0
- Initial DRC count: 399
- Worst slew margin: 65.78%
- Routed WL per cell: approximately 17 µm
- Die Span X: roughly 100 µm
- Hold depth: 5
- WP buf/inv: 4
- Fp util: between 30% and 40%
- Row cnt: 35
- Mapped Cells: 461
- Crit path kind: primary input to output port
- Die ar.: between 9000 and 10000 µm²
- Final WL: between 10000 and 15000 µm
- Crit path depth: 12
- DRT Pass-1 Iters: 5
- Cycle use final: between 90% and 100%
- CP arrival: between 3000 and 4000 ps
- Top-count cell post-synth: nor2_1
- N_diodes: 0
- Critical path's top delay family: buffers and inverters
- Largest net degree at the start of global routing: ~59
- GR Overflow Total: 0
- First-pass GRT wire length: approximately 19000 µm
- Core Region: 9240 µm²
- Fmax: ~0.22 GHz
- Synthesized area: ~2900 µm²
- Met2 usage: a little under two fifths
- Met3 Resource Use GR: between 1 and 1.5%
- Layout cells sized above 1: between 20% and 30%
- Aggregate global-route resource usage: between 20% and 30%
- Hold WS: 2842 ps
- Synth Seq Share: 0%
- Max Cap Violations: 0
- Startpoint Class: primary input
- Yosys cell count: approximately 460
- Top cells by count, synth: nor2_1 (53), a21oi_1 (43), o21ai_0 (39)
- HP Class: primary input to output port
- RSZ-0062 raised after global routing: false
- Setup TNS: 0 ps
- OpenROAD warning count: 30
- Clock buf count: 0
- Final Max Tran Viols: 0
- Critical Path RT: between 3000 and 4000 ps
- Gpl congestion: about 0.98
- Outcome: completed
- CP Capture Type: output port
- Final setup fails: 0
- Min cycle time layout: 4619 ps
- Top-area cell share: approximately 7.5%
- Worst VDD drop: roughly 66 µV
- CP max stage cell: or4_1
- Via Count: around 4100
- Post-Place Setup Slack: -160.7 ps
- Vias per std cell: approximately 6.0
- HPWL Detailed: 9018 µm
- Leak: around 0.0015 µW
- Antenna viol nets, final: 0
- Layout area overhead: 43.55%
- Vias in the first global route: roughly 3700
- Cts hold-fix bufs: 0
- Hold Fails Final Rpt: 0
- Registers: 0
- Crit Path Max Fanout: 14
- Top cell type by total area after synthesis: a21oi_1
- Post-synthesis average cell area: 6.207 µm²
- Max stage delay on crit path: approximately 550 ps
- Reg area: 0 µm²
- Crit path cell chain: dlygate4sd2_1 -> ha_2 -> buf_6 -> buf_4 -> nand2b_4 -> nor3_1 -> a31oi_1 -> o32a_2 -> nand4bb_1 -> or4_1 -> a21oi_1 -> clkdlybuf4s50_1
cells by family (layout without fill, tap and decap cells):
kind of cell / after synthesis / in the layout / share of synthesized area, %
AOI/OAI and AO/OA: 184 / 184 / 44.56
xor gates and xnor gates: 17 / 17 / 6.209
adders and majority gates: 2 / 2 / 0.8744
buffers and inverters: 69 / 167 / 13.86
muxes: 5 / 5 / 1.836
other: 1 / 8 / 0.1311
and+or+nand+nor: 183 / 183 / 32.53
repair_timing:
item | CTS | global route
resized | 11 | 2
cloned | 0 | 1
buffers inserted | 5 | 0
pin swaps | 4 | 0
setup endpoints to repair | 8 | 6
where the power goes:
part | switching, µW | total, µW | internal (µW)
Combinational | 215 | 392 | 178
Clock | 0 | 0 | 0
Sequential | 0 | 0 | 0
placed cells by master (no fill, tap or decap), drive strengths merged, types with 11 or more instances in the layout:
cell type and count:
buf 107, nor2 53, clkdlybuf4s50 50, a21oi 44, o21ai 43, nand2 33, nor3 18, nand4 13
nor2b 11, nand2b 11
final cells by class:
type                            count  area [µm²]
Timing Repair Buffer              160        1388
Fill cell                         945        5132
Tap cell                          129       161.4
Multi-Input combinational cell    399        2532
Inverter                            7       26.28
final timing paths:
path | from | endpoint | slack [ps]
hold / removal | address[2] | instruction[1] | 2840
setup / recovery | address[1] | instruction[14] | 180
metal layers:
metal  wire, µm  vias up  share of wire [%]
li1           -     1962                  -
met1       5283     1906                 44
met2       5322      247                 44
met3       1163       29                9.6
met4        327        0                2.7
met5          0        -                  0
stage by stage:
stage / std cells / cell area [µm²] / power, µW / util (%)
finish: 695 / 4108 / 392.5 / 44.46
floorplan: 468 / 2888 / 228.1 / -
global placement: 689 / 3995 / 369.9 / 43.24
global route: 695 / 4108 / 423.5 / 44.46
detailed placement: 689 / 3995 / 369.5 / 43.24
CTS: 694 / 4080 / 380.1 / 44.16
No activity file was given, so power comes from the tool's default toggle rates.
