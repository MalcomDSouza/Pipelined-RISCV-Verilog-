**flow/constraint.sdc**
```tcl
current_design registers

set clk_period 7.0
set clk_io_pct 0.2

create_clock -name clk0 -period $clk_period [get_ports {clk}]

set non_clock_inputs [all_inputs -no_clocks]
set_input_delay [expr $clk_period * $clk_io_pct] -clock clk0 $non_clock_inputs
set_output_delay [expr $clk_period * $clk_io_pct] -clock clk0 [all_outputs]
```
**flow/config.mk**
```make
export PLATFORM = sky130hd
export DESIGN_NAME = registers
export DESIGN_NICKNAME = registers
export VERILOG_FILES = /design/flow/design.v
export SDC_FILE = /design/flow/constraint.sdc
export NUM_CORES = 4
export LEC_CHECK = 1
export CORE_UTILIZATION = 40
```
**flow/run.sh**
```bash
#!/bin/bash
# OpenROAD 26Q1-2900-gdf79404cd8, Yosys 0.63+post, stock flow scripts
make -C /OpenROAD-flow-scripts/flow DESIGN_CONFIG=/design/flow/config.mk WORK_HOME=/design/flow/orfs finish
```
**flow/design.v**
```verilog
module registers(
input clk,
input reset,
input [4:0]readReg1,
input [4:0]readReg2,
input [4:0]writeReg,
input [31:0]writedata,
input RegWrite,
output reg [31:0]Regdata1,
output reg [31:0]Regdata2,
output [3:0]riscout
);
reg [31:0]RegisterBank[0:31];
assign riscout = writedata[3:0];
always @(*) begin
    Regdata1 = (readReg1 != 0) ? RegisterBank[readReg1] : 0;
    Regdata2 = (readReg2 != 0)?RegisterBank[readReg2]:0;
end
integer i;
always@(posedge clk or negedge reset )begin
    if(~reset)begin
        for(i=0;i<32;i=i+1)begin
            RegisterBank[i] <= 0;
            end
         end
    else begin
        if(RegWrite == 1)
            RegisterBank[writeReg] <= writedata;
    end      
end
endmodule
```
==> ci_impl_report.md <==
### Metrics collected by this job

| Metric | Value |
|---|---|
| Outcome | `complete, but fails checks` |
| Failing checks | `negative setup slack` |
| Init Core Util | `0.405` |
| Die Span X | `357 µm` |
| CTS tree | `built` |
| Number of DRC markers in iteration 0 | `5759` |
| Sink Count | `992` |
| Worst Path Arrival | `5.68 ns` |
| Top Layout Cells | `mux2_2 (993), dfrtp_1 (992), a22oi_1 (642), and3_1 (342), buf_4 (271)` |
| Post-route clock skew | `0 ns` |
| Multi-input logic area | `23900 µm²` |
| I/O pin count | `118` |
| Number of enable flip-flop cells | `0` |
| DR vias/cell | `7.34` |
| Yosys cell types | `63` |
| Pin count of the biggest net entering global routing | `129` |
| Layout Area Growth over Synthesis | `16.6%` |
| Half-perimeter wire length after placement | `174000 µm` |
| Crit Path Max Fanout | `20` |
| Tally of filler cells in the layout | `11.0k` |
| Worst VDD drop | `0.000203 V` |
| Hold Path Cell Cnt | `1` |
| Largest register by flop count | `RegisterBank` |
| Clk buf depth | `3` |
| Worst slew margin | `0.211` |
| Total CTS buffers | `111` |
| Worst setup path end | `Regdata1[7]` |
| Pleak | `26.6 nW` |
| Worst Path Required | `5.60 ns` |
| Reg2reg start | `RegisterBank[5][27]` |
| Crit start category | `primary input` |
| Final ANT Viol Nets | `0` |
| Slack of the worst reg-to-reg path | `6.07 ns` |
| Slew Limit Fails | `0` |
| Die Ht | `357 µm` |
| Total track usage | `0.456` |
| Syn_area_per_cell | `11.9 µm²` |
| Final Setup Violations | `1` |
| TritonRoute pass-1 iters | `8` |
| Worst slew pin tran | `1.18 ns` |
| Insertion Delay late pin | `0.76 ns` |
| Vias in the first global route | `43.2k` |
| Initial antenna violation count | `31` |
| Max-cap violations | `0` |
| Residual DRC count | `0` |
| Worst r2r path cells | `1` |
| First-pass GRT wire length | `377000 µm` |
| Hold slack | `0.513 ns` |
| Routability cong. | `1.05` |
| Setup TNS | `-0.0806 ns` |
| Syn Std Cell Area | `50300 µm²` |
| Rows | `129` |
| Mean routed wirelength per cell | `45.9 µm` |
| Crit path from | `readReg1[2]` |
| IO buf count | `117` |
| Commonest Layout Cell | `mux2_2` |
| Unrepaired setup endpoints after global routing | `false` |
| Largest regs | `RegisterBank x992` |
| Hold/Removal Path Class | `flip-flop to flip-flop` |
| Crit path time final | `7.08 ns` |
| Final Hold Viols | `0` |
| Tally of OpenROAD warnings | `40` |
| FFs w/ async S/R, synth | `1.00` |
| Detailed Route WL | `278000 µm` |
| Total area of sequential cells | `24800 µm²` |
| Ratio of cells with drive above 1 in the final layout | `0.370` |
| Period utilization | `1.01` |
| Synth Warn # | `2` |
| Critical R2R Capture | `RegisterBank[5][27]` |
| Synth Seq Share | `0.493` |
| Fmax | `141 MHz` |
| Grt ovf | `0` |
| Number of cells in Yosys stat | `4221` |
| Layout Utilization | `0.472` |
| Hold-fix buffers at CTS | `0` |
| Critical Path Sink Type | `primary output` |
| Max FFs per register | `992` |
| Vias | `44.5k` |
| Root buf cell | `clkbuf_16` |
| Power Density | `286 nW/µm²` |
| Chip Area, Yosys | `50300 µm²` |
| Final worst slack | `-0.0806 ns` |
| Post-synthesis cell count | `4221` |
| Most used flip-flop cell | `dfrtp_1` |
| CORE AREA | `124000 µm²` |
| CTS clk-pin slew, worst paths | `0.06 ns` |
| Die area | `127000 µm²` |
| Flops after synth | `992` |
| Crit Path Class | `primary input to primary output` |
| H-tree levels | `3` |
[worst min path at each step]
stage | from | endpoint | slack (ns)
final | RegisterBank[7][29] | RegisterBank[7][29] | 0.51
after global routing | RegisterBank[7][29] | RegisterBank[7][29] | 0.53
after CTS | RegisterBank[7][29] | RegisterBank[7][29] | 0.51
[Yosys cell counts, drive strengths merged (9+ instances only)]
library cell  instances  area, µm²
buf                 172        968
nand4               113        707
dfrtp               992      24800
and2                 37        234
nand3b                9       71.3
clkbuf              291       1090
nor2                 38        143
nand2b                9       56.3
a32oi                11       96.3
a22o                 12        105
a2111oi             113       1100
or4                  61        458
nor2b                16        115
and3                347       2180
nor3b                10       90.1
a22oi               642       4820
nor3                 17       95.1
mux2               1003      11300
nand2                54        203
nand3               178        891
a222oi               27        270
[power by group]
group | total, W | switching (W) | leakage (nW) | internal, W
registers | 0.00801 | 0.00116 | 12.7 | 0.00685
clock network | 0.00642 | 0.00266 | 1.94 | 0.00376
logic | 0.00237 | 0.00113 | 12.0 | 0.00124
[logic make-up after synthesis]
logic type / count (synthesis) / synth area share
flip-flops: 992 / 0.493
AND/OR/NAND/NOR: 912 / 0.108
AND-OR/OR-AND: 843 / 0.132
multiplexers: 1009 / 0.226
buffers and inverters: 465 / 0.0411
[worst max-delay path, cell delays in order]
cell,delay (ns)
clkdlybuf4s50_1,0.74
buf_4,0.35
nor3b_2,0.93
and2_2,0.69
buf_12,0.38
a22oi_1,0.14
nand4_1,0.20
or4_1,0.31
clkdlybuf4s50_1,0.52
[per-layer routing]
metal	up-vias	track usage	share of wire
met5	-	0.000370	0.00053
met4	20	0.242	0.073
met3	1254	0.278	0.16
met2	4023	0.596	0.40
met1	22600	0.593	0.36
li1	16500	-	-
[what timing repair did]
| item | CTS | global route |
|---|---|---|
| resized | 0 | 2 |
| setup buffers | 0 | 0 |
| endpoints found under the setup margin | 0 | 1 |
[cell type report]
type	instances	area share
clock inverters	57	0.0146
multi-input cells	2764	0.407
well taps	1637	0.0349
inverters	2	0.000128
flip-flops and latches	992	0.423
repair buffers	422	0.0661
diodes	35	0.00149
clock buffers	146	0.0528
[stage by stage]
| step | setup WS, ns | instances | total power (W) | area (µm²) |
|---|---|---|---|---|
| after detailed placement | 0.0673 | 5817 | 0.0103 | 54700 |
| after global routing | 0.0356 | 6022 | 0.0173 | 58600 |
| final | -0.0806 | 6055 | 0.0168 | 58700 |
| after CTS | 0.0266 | 6020 | 0.0167 | 58600 |
| after global placement | 0.0158 | 5817 | 0.0103 | 54700 |
| after floorplan | 2.58 | 4221 | 0.00890 | 50300 |
Power and IR drop assume default switching activity.
